### /design/flow/design.v
module regfile (
	input clk ,
	input [4:0] addr1,
	input [4:0] addr2,
	output [31:0] data1,
	output [31:0] data2,
	input rw,
	input [4:0] addr3,
	input [31:0] wdata
);
	reg [31:0] regmem[31:0];
	reg [31:0] data1, data2;
	initial begin
		regmem[1]=1;
		regmem[2]=1;
	end
	always @(addr1 or regmem[addr1]) begin
		if (addr1==0) begin
			data1 = 0;
		end else begin
			data1 = regmem[addr1];
		end
	end
	always @(addr2 or regmem[addr2]) begin
		if (addr2==0) begin
			data2 = 0;
		end else begin
			data2 = regmem[addr2];
		end
	end
	always@ (posedge clk) begin
		if(rw==1) begin
			regmem[addr3] = wdata;
		end
	end
endmodule
### /design/flow/config.mk
export PLATFORM = sky130hd
export DESIGN_NAME = regfile
export DESIGN_NICKNAME = regfile
export VERILOG_FILES = /design/flow/design.v
export SDC_FILE = /design/flow/constraint.sdc
export NUM_CORES = 4
export LEC_CHECK = 1
export CORE_UTILIZATION = 50
### /design/flow/run.sh
#!/bin/bash
# OpenROAD 26Q1-2900-gdf79404cd8, Yosys 0.63+post, stock flow scripts
make -C /OpenROAD-flow-scripts/flow DESIGN_CONFIG=/design/flow/config.mk WORK_HOME=/design/flow/orfs finish
### /design/flow/constraint.sdc
current_design regfile

set clk_period 5.7
set clk_io_pct 0.2

create_clock -name clk0 -period $clk_period [get_ports {clk}]

set non_clock_inputs [all_inputs -no_clocks]
set_input_delay [expr $clk_period * $clk_io_pct] -clock clk0 $non_clock_inputs
set_output_delay [expr $clk_period * $clk_io_pct] -clock clk0 [all_outputs]
==> flow_summary.json <==
{
  "yosysSeqAreaShare": 0.655,
  "openroad.warnings": 26,
  "cts_buffer_depth": 3,
  "io_pins": 113,
  "layout-drive-gt1-share": 0.310,
  "area_growth_pct": 15.7,
  "slew-limit-headroom": 0.309,
  "p_leak_nw": 17.6,
  "die_h_um": 308,
  "max_freq_mhz": 178,
  "edf_count": 1024,
  "worst_setup_path_start_kind": "input port",
  "chipArea_um2": 95200,
  "fin_util": 0.583,
  "criticalPathCategory": "input port to output port",
  "finalHoldViolations": 0,
  "path_clk_slew_ns": 0.06,
  "holdCritPathClass": "input port to flip-flop",
  "synth-async-reset-ratio": 0,
  "syn_inst": 2400,
  "htree_levels": 3,
  "drv_slew": 0,
  "drc": 0,
  "ant_nets": 0,
  "worst_setup_path_end_kind": "output port",
  "synth-main-ff-cell": "edfxtp_1",
  "viasPerCell": 6.83,
  "grt_max_degree": 70,
  "ctsHoldBuffers": 0,
  "ys_warn_count": 1,
  "yosysChipArea_um2": 47000,
  "dr.first_iter.drc_count": 1812,
  "finalClockPeriodUsage": 0.987,
  "largest_register_ff_count": 1024,
  "first_global_vias": 30500,
  "drt-total-wl_mm": 149,
  "place.port_buffers": 112,
  "track_usage": 0.363,
  "synth_area_um2": 47000,
  "critPathArrivalTime_ns": 4.49,
  "status": "finished, final reports clean",
  "post-route-min-period_ns": 5.63,
  "initCoreUtil": 0.504,
  "ys_cells": 2400,
  "cp.required_ns": 4.56,
  "cts_tree": "done",
  "setup_tns_ns": 0,
  "via_count": 27000,
  "grt_first_pass_wirelength_mm": 213,
  "firstDrtPassIters": 7,
  "die_w_um": 308,
  "cts.sinks": 1024,
  "grt.overflow.total": 0,
  "core-area_um2": 93200,
  "num_rows": 112,
  "clockRootBuffer": "clkbuf_16",
  "hpwlAfterDp_mm": 91.8,
  "power_per_cell_area_nw_per_um2": 311,
  "rsz0062_at_grt": "no",
  "drv_cap": 0,
  "ys_types": 40,
  "setup_viol": 0,
  "worst-path-max-fanout": 19,
  "routedWlPerCell_um": 37.6,
  "synth-seq-cells": 1024,
  "tightest_slew_ns": 1.03,
  "cts_buffers": 106,
  "gp_congestion": 0.924,
  "ir_worst_vdd_mv": 0.266,
  "syn_avg_cell_area_um2": 19.6,
  "antenna_found_initial": 6
}
[repair_timing]
item | 4_1_cts | 5_1_grt
resized | 4 | 2
cloned | 0 | 0
setup buffers | 0 | 0
endpoints found under the hold margin | 0 | 0
endpoints found under the setup margin | 4 | 2
[path summary, 6_finish.rpt]
kind | start | to | slack [ns] | cells past startpoint
worst max-delay path | addr1[3] | data1[2] | 0.07 | 8
worst min-delay path | wdata[15] | regmem[25][15]$_DFFE_PP_ | 1.28 | 2
[placed cells by master, fill, tap and decap left out, drive strengths merged, types with 2 or more instances in the layout]
master,synthesis,layout
edfxtp,1024,1024
mux4,425,425
buf,97,205
mux2i,183,183
clkbuf,104,125
clkdlybuf4s50,0,105
nand2,65,65
a22o,62,62
o22ai,55,55
clkinv,0,48
a211oi,47,47
a21oi,46,46
nor2,35,35
nor3,33,33
o221ai,31,31
a2111oi,31,31
inv,25,28
mux2,24,24
a221oi,23,23
a211o,23,23
and2,13,13
bufinv,0,12
a32o,9,9
nor4,9,9
nor2b,8,8
nand3b,7,7
or3b,5,5
nand3,4,4
clkinvlp,0,4
diode,0,3
nand2b,3,3
or3,2,2
[per-stage QoR]
step           instances  worst slack [ns]  power [mW]  instance area, µm²  hold WS (ns)
4_1_cts             3955             0.106        16.9               54300          1.26
6_report            3958            0.0723        16.9               54300          1.28
3_3_place_gp        3763            -0.207        10.1               50900          1.97
3_5_place_dp        3763            -0.232        10.1               50900          1.98
5_1_grt             3955            0.0179        17.3               54300          1.30
2_1_floorplan       2400              1.85        9.37               47000          1.24
[metal layers]
layer / vias up / wire length, µm / GRT usage
li1: 10900 / - / -
met5: - / 331 / 0.0253
met2: 2293 / 67100 / 0.492
met1: 13500 / 43800 / 0.433
met3: 332 / 32200 / 0.333
met4: 18 / 5320 / 0.0966
[logic make-up after synthesis]
logic type,count (synthesis),synth area share
compound gates,331,0.0541
mux,632,0.249
simple gates,187,0.0194
flops,1024,0.655
buf+inv,226,0.0231
[power by group]
part           switching, mW  leakage, nW  internal, mW
Combinational          0.903         6.70         0.696
Clock                   2.85         1.67          4.01
Sequential            0.0366         9.22          8.38
[critical path, cell delays in order]
cell and delay, ns:
clkdlybuf4s50_1 0.77, buf_4 0.23, and2_4 0.42, buf_12 0.25, a22o_1 0.19, a2111oi_0 0.09, nor3_2 0.75, clkdlybuf4s50_1 0.62
[cell type report]
| type | count | area (µm²) |
|---|---|---|
| inverters | 25 | 96.3 |
| clock inverters | 67 | 633 |
| diodes | 3 | 7.51 |
| multi-input cells | 1150 | 15400 |
| flip-flops and latches | 1024 | 30700 |
| well taps | 1254 | 1570 |
| clock buffers | 125 | 2790 |
| repair buffers | 310 | 3070 |
| fillers | 6618 | 38800 |
[synthesized netlist by cell type, types with 9 or more instances]
master | instances | area, µm²
a2111oi_0 | 31 | 272
a211o_1 | 23 | 201
a211oi_1 | 47 | 353
a21oi_1 | 46 | 230
a221oi_1 | 23 | 201
a22o_1 | 62 | 543
a32o_1 | 9 | 90.1
and2_1 | 13 | 81.3
buf_2 | 58 | 290
buf_4 | 20 | 150
buf_6 | 12 | 135
clkbuf_1 | 104 | 390
edfxtp_1 | 1024 | 30700
inv_1 | 25 | 93.8
mux2_1 | 19 | 214
mux2i_1 | 183 | 1830
mux4_2 | 425 | 9570
nand2_1 | 65 | 244
nor2_1 | 35 | 131
nor3_1 | 32 | 160
nor4_1 | 9 | 56.3
o221ai_1 | 31 | 272
o22ai_1 | 55 | 344
No activity file was given, so power comes from the tool's default toggle rates.
