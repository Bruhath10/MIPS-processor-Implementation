### /design/flow/run.sh
#!/bin/bash
# OpenROAD 26Q1-2900-gdf79404cd8, Yosys 0.63+post, stock flow scripts
make -C /OpenROAD-flow-scripts/flow DESIGN_CONFIG=/design/flow/config.mk WORK_HOME=/design/flow/orfs finish
### /design/flow/config.mk
export PLATFORM = sky130hd
export DESIGN_NAME = controlsignals
export DESIGN_NICKNAME = controlsignals
export VERILOG_FILES = /design/flow/design.v
export SDC_FILE = /design/flow/constraint.sdc
export NUM_CORES = 4
export LEC_CHECK = 1
export CORE_AREA = 10 10 70 70
export DIE_AREA = 0 0 80 80
### /design/flow/constraint.sdc
current_design controlsignals

set clk_period 2.3
set clk_io_pct 0.2

create_clock -name clk0 -period $clk_period

set non_clock_inputs [all_inputs -no_clocks]
set_input_delay [expr $clk_period * $clk_io_pct] -clock clk0 $non_clock_inputs
set_output_delay [expr $clk_period * $clk_io_pct] -clock clk0 [all_outputs]
### /design/flow/design.v
module controlsignals (
	input [31:0] instr,
	output branch, jump, MemToReg, MemWrite, RegDst, RegWrite, ALUSrc
);
	wire [5:0] opcode, func;
	assign opcode = instr[31:26];
	assign func = instr[5:0];
	wire add = ((opcode == 6'h00) & (func == 6'h20));
	wire sub = ((opcode == 6'h00) & (func == 6'h22));
	wire andd = ((opcode == 6'h00) & (func == 6'h24));
	wire orr = ((opcode == 6'h00) & (func == 6'h25));
	wire slt = ((opcode == 6'h00) & (func == 6'h2A));
	wire lw = (opcode == 6'h23);
	wire sw = (opcode == 6'h2B);
	wire beq = (opcode == 6'h04);
	wire addi = (opcode == 6'h08);
	wire jmp = (opcode == 6'h02);
	assign branch = beq;
	assign jump = jmp;
	assign MemToReg = lw;
	assign MemWrite = sw;
	assign RegDst = add | sub | andd | orr | slt;
	assign RegWrite = add | sub | andd | orr | slt | addi | lw;
	assign ALUSrc = addi | lw | sw;
endmodule
==> ci_impl_report.md <==
## PnR job results

| Metric | Value |
|---|---|
| Area contributors post-synth | nor3_2 14%, nor2b_1 14%, nor2_1 11% |
| Die Area | 6400 sq um |
| First-pass GRT wire length | 1030 um |
| Die Height | 80 um |
| Core Util, Final | 0.121 |
| Yosys Chip Area | 139 sq um |
| Core area | 3420 sq um |
| HP Class | in2out |
| Mapped Avg Cell Area | 6.94 sq um |
| Share of cells above drive strength 1 | 0.190 |
| Top sig layer | met3 |
| Flop count | 0 |
| Starting Density | 0.0407 |
| Setup ws final | 0.0857 ns |
| Leading area contributor after synthesis | nor3_2 |
| GRT overflow | 0 |
| DRC violations left | 0 |
| Initial antenna violation count | 0 |
| Antenna cells | 0 |
| Mapped Cells | 20 |
| Worst Tran Pin Value | 0.179 ns |
| Die width | 80 um |
| Layout area overhead | 196% |
| Largest net degree at the start of global routing | 6 |
| Hold_buf cts | 0 |
| Final ANT Viol Nets | 0 |
| OpenROAD warnings | 52 |
| YS warnings | 0 |
| Met2 WL | 318 um |
| Total global-route track usage | 0.0185 |
| Sequential Area | 0 sq um |
| Post-synth seq share | 0 |
| Final HPWL DP | 621 um |
| Status | finished clean |
| Critical Path Start Type | input pin |
| Pwr dens | 94.7 nW/um^2 |
| Yosys Instances | 20 |
| DR iter-0 viols | 0 |
| Mapped Area | 139 sq um |
| Top-count cell post-synth | nor2_1 |
| Met1 Wirelength | 262 um |
| I/O Buffers | 19 |
| Post-Place Worst Slack | -0.145 ns |
| RSZ-0062 raised after global routing | false |
| Final wirelength | 669 um |
| Vias in the first global route | 247 |
| Post-DR wirelength/cell | 7.60 um |
| Vias per cell | 2.68 |
| Synth cell types | 14 |
| Hold Crit Depth | 5 |
| Vias | 236 |
| GP Congestion | 0.742 |
| Max cap viols | 0 |
| Leakage | 0.148 nW |
| Fin crit period | 2.21 ns |
| Final Setup Violations | 0 |
| Final Power | 0.0390 mW |
| Setup TNS | 0 ns |
| Crit-path max FO | 4 |
| Final Max Slew Viols | 0 |
| Hold slack | 1.51 ns |
| Kind of critical path | in2out |
| Setup crit end kind | primary output |
| # IOs | 39 |
| Logic area | 148 sq um |
| Top cells by count, synth | 4 x nor2_1, 3 x nor2b_1, 2 x nor3_2 |
| Total iterations of the first detailed-routing run | 1 |
| Rows | 21 |
| Peak Freq | 0.452 GHz |
| Fin crit share | 0.963 |
| Layout clock buffers | 0 |
| Met3 routed WL | 88 um |
| Worst Path Arrival | 1.75 ns |
| Hold Fails Final Rpt | 0 |
| Max VDD drop | 0.0000137 V |
| CP Data Required Time | 1.84 ns |
| Relative slew slack | 0.877 |
| FILL cells | 408 |
| Top cell area share | 0.144 |
==> cells by family (layout without fill, tap and decap cells) <==
group	count (synthesis)	in the layout	synth area share
muxes	1	1	0.0721
AOI/OAI and AO/OA	3	3	0.162
and+or+nand+nor	16	16	0.766
buffers and inverters	0	22	0
==> power breakdown <==
group	switching, mW	internal (mW)	leakage [nW]
clock network	0	0	0
registers	0	0	0
logic	0.0143	0.0247	0.148
total	0.0143	0.0247	0.148
==> critical path, cell delays in order <==
cell,delay [ns]
dlygate4sd2_1,0.26
nand4b_1,0.22
nor3_2,0.22
buf_4,0.13
clkdlybuf4s50_1,0.46
==> metal layers <==
metal  vias to the layer above  GRT usage
met1                       101     0.0185
met5                         -          0
met3                         0    0.00568
met4                         0          0
met2                        12     0.0377
li1                        123          -
==> final timing paths <==
kind | start | end
min | instr[28] | RegDst
max | instr[30] | MemToReg
==> layout make-up <==
| cell class | count | share of cell area |
|---|---|---|
| Timing Repair Buffer | 22 | 0.502 |
| Multi-Input combinational cell | 20 | 0.359 |
| Tap cell | 46 | 0.140 |
==> placed cells by master, fill, tap and decap left out <==
| master | n |
|---|---|
| nand4b_1 | 1 |
| dlymetal6s2s_1 | 1 |
| nor3b_1 | 1 |
| and4b_2 | 1 |
| nand4_1 | 1 |
| nor3_2 | 2 |
| a41oi_1 | 1 |
| nand2b_1 | 1 |
| dlygate4sd2_1 | 7 |
| nand2_1 | 1 |
| o21bai_1 | 1 |
| a31oi_1 | 1 |
| nor2b_1 | 3 |
| nor2_1 | 3 |
| clkdlybuf4s50_1 | 11 |
| buf_4 | 3 |
| nor2_2 | 1 |
| nor4b_2 | 1 |
| mux2i_1 | 1 |
==> stage by stage <==
step	instances	cell area, sq um
finish	88	412
global route	88	412
CTS	89	417
detailed placement	88	409
global placement	88	409
floorplan	20	139
==> what timing repair did <==
action | CTS | global route
gates cloned | 0 | 0
pin swaps | 6 | 1
setup endpoints to repair | 7 | 4
resized | 9 | 1
setup buffers | 1 | 0
Power figures rest on the tool's default switching activity, not on a simulated workload.
