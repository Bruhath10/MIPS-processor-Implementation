## flow/run.sh

```bash
#!/bin/bash
# OpenROAD 26Q1-2900-gdf79404cd8, Yosys 0.63+post, stock flow scripts
make -C /OpenROAD-flow-scripts/flow DESIGN_CONFIG=/design/flow/config.mk WORK_HOME=/design/flow/orfs finish
```

## flow/config.mk

```make
export PLATFORM = sky130hd
export DESIGN_NAME = datamemory
export DESIGN_NICKNAME = datamemory
export VERILOG_FILES = /design/flow/design.v
export SDC_FILE = /design/flow/constraint.sdc
export NUM_CORES = 4
export LEC_CHECK = 1
export CORE_UTILIZATION = 50
```

## flow/constraint.sdc

```tcl
current_design datamemory

set clk_period 63.8
set clk_io_pct 0.2

create_clock -name clk0 -period $clk_period [get_ports {clk}]

set non_clock_inputs [all_inputs -no_clocks]
set_input_delay [expr $clk_period * $clk_io_pct] -clock clk0 $non_clock_inputs
set_output_delay [expr $clk_period * $clk_io_pct] -clock clk0 [all_outputs]
```

## flow/design.v

```verilog
module datamemory (
	input clk,we,
	input [31:0] addr, wdata,
	output [31:0] rdata
);
	reg [31:0] memdata [127:0];
	assign rdata = memdata[addr];
	always @(posedge clk) begin
		if(we==1'b1) begin
			memdata[addr] = wdata;
		end
	end
endmodule
```

==> ci_impl_report.md <==
### Yosys + OpenROAD results

| Metric | Value |
|---|---|
| Status | `finished clean` |
| Clock period minus final worst setup slack | `32.07 ns` |
| GRT Overall Usage | `39.1%` |
| Logic depth of the worst path, buffers included | `14` |
| Top Ports | `between 90 and 100` |
| IR Drop Worst-Case VDD | `0.0252 mV` |
| Routed via count | `approximately 93,000` |
| Tally of nets with antenna violations remaining after routing | `0` |
| CP Launch Point | `addr[2]` |
| Register bit count reported by yosys | `between 4,000 and 5,000` |
| Cell count after synthesis | `8,922` |
| Final Hold Violating Endpoints | `0` |
| Global routing usage on met1 | `42.1%` |
| Endpoint arrival time on the critical path | `19.31 ns` |
| Crit end category | `output port` |
| Cell count listed in synth_stat.txt | `8,922` |
| DRC violation total after the first TritonRoute iteration | `7,490` |
| Global Route met2 Usage | `50.3%` |
| Synth-to-layout area growth | `13.6%` |
| Worst-margin pin slew | `1.29 ns` |
| Maxcap violations | `0` |
| Relative slew margins | `about 14%` |
| Most common reg cell | `edfxtp_1` |
| Top cells by area | `edfxtp_1, a221oi_1, a22oi_1` |
| Layout cells sized above 1 | `17.5%` |
| Post-cts resize count | `0` |
| Wire length of the first global-routing pass | `753 mm` |
| Final setup margin | `31.73 ns` |
| Placed wire-length estimate | `321 mm` |
| Accumulated negative setup slack | `0 ns` |
| Mean instance size in the synthesized netlist | `17.6 um2` |
| Antenna violations before repair | `roughly 50` |
| Vias/cell | `a little under 7` |
| Standard cell core area | `312,000 um2` |
| Final tally of max-slew violations | `0` |
| DRC viols | `0` |
| Yosys synthesis chip area | `157,000 um2` |
| Setup slack after placement | `31.96 ns` |
| PwrDens | `31.9 nW/um2` |
| Data required, critical path | `51.04 ns` |
| Largest driver fanout on the critical path | `38` |
| Global-route layer with the greatest usage | `met2` |
| Startpoint kind of the worst setup timing path | `input pin` |
| Count of cell types in the netlist | `75` |
| Classification of the worst setup path | `input pin to output port` |
| Via count of the first global-routing pass | `around 100,000` |
| Post-synthesis cell type with the largest instance count | `edfxtp_1` |
| Critical path's largest stage delay | `0.65 ns` |
| Die width | `562 um` |
| Clk sink count | `4,096` |
| Pleak | `54.9 nW` |
| Final wirelength | `546 mm` |
| Unrepaired setup endpoints after global routing | `no` |
| Count of flip-flops with a built-in enable after synthesis | `between 4,000 and 5,000` |
| Clock tree from TritonCTS | `done` |
| Share of the clock period used by the worst path after layout | `50.3%` |
| Setup violation total in the final timing report | `0` |
| Max clock buf depth | `4` |
| Number of buffers inserted during clock tree synthesis | `413` |
| Minimum hold slack | `around 12 ns` |
| Top cell types by occurrence after synthesis | `edfxtp_1, a221oi_1, a22oi_1` |
| Warning total across the stage logs | `52` |
| Overflow left after global routing | `0` |
| Maximum frequency from static timing analysis | `0.0312 GHz` |
| Site Rows | `slightly above 200` |
| Slowest cell on crit path | `buf_4` |
| Number of buffers inserted for hold repair after clock tree synthesis | `0` |
| Clock H-tree levels | `5` |
| Top cell family by delay on the critical path | `buffers and inverters` |
| Cell-by-cell listing of the critical path | `buf_8 > buf_4 > buf_4 > buf_4 > buf_4 > buf_4 > nor3b_4 > buf_4 > buf_4 > a221oi_1 > o21ai_0 > a32oi_1 > nand4_1 > clkdlybuf4s50_1` |
| CTS clock-pin slew for the worst setup and hold paths | `0.06 ns` |
| # port buffers | `~72` |
| DR WL/cell | `39.7 um` |
| Capturing instance or port of the critical path | `rdata[1]` |
| Total number of yosys warnings | `1` |
| Die ar. | `between 300,000 and 400,000 um2` |
| Largest register FFs | `between 4,000 and 5,000` |
| Last weighted congestion value of the routability-driven placer | `0.966` |
| Area share, top type | `78.5%` |
| Core utilization at floorplan | `around half` |
| Post-synthesis instance area | `157,000 um2` |
| Cell type with the largest total area | `edfxtp_1` |
| Detailed-router iteration count before antenna repair | `9` |
| Tightest Hold Check Type | `input pin to flip-flop` |
| Crit-path most repeated cell | `buf_4` |
| Root buffer cell | `clkbuf_16` |
| Critical path buffers and inverters | `9` |
| Share of flip-flops with an asynchronous set or reset | `0%` |
| Register area share after synthesis | `78.5%` |
| Post-CTS setup buffers | `0` |
| Chip Height | `562 um` |
| Global-route met3 utilization | `37.5%` |
| Largest net degree at the start of global routing | `~84` |
## metrics by stage
step	util [%]	total power, W	cell area [um2]	instances
finish	57.1	0.00568	178000	13800
global route	57.1	0.00581	178000	13800
CTS	57.0	0.00568	178000	13700
detailed placement	52.8	0.00338	165000	12900
global placement	52.8	0.00337	165000	12900
floorplan	-	0.00318	157000	8922
## kinds of logic (layout without fill, tap and decap cells)
family / count (synthesis) / count (layout) / synth area share, %
and+or+nand+nor: 885 / 885 / 2.74
muxes: 476 / 476 / 3.82
buffers and inverters: 734 / 1362 / 2.03
DFF: 4096 / 4096 / 78.5
other: 0 / 86 / 0
AOI/OAI and AO/OA: 2731 / 2731 / 12.9
## power breakdown
group	internal [W]	switching, W	leakage (nW)
Clock	0.00132	0.00102	6.38
Combinational	0.0000900	0.000273	11.7
Sequential	0.00297	0.00000218	36.8
Total	0.00438	0.00130	54.9
## worst min-delay path by stage
stage	startpoint	end	slack, ns	cells after the start
5_1_grt	wdata[3]	memdata[108][3]	12.16	1
6_report	wdata[3]	memdata[108][3]	12.14	1
4_1_cts	wdata[3]	memdata[98][3]	12.10	1
## area by class of cell
cell class,count,area (um2)
Clock inverter,254,2360
Timing Repair Buffer,595,4710
Multi-Input combinational cell,4092,31600
Clock buffer,506,10700
Inverter,7,50.0
Sequential cell,4096,123000
Fill cell,22400,134000
Tap cell,4140,5180
Antenna cell,86,215
## metal layers
metal  share of wire, %  up-vias  wire (um)
met5               0.78        -       4280
met4                6.2       85      34100
met3                 23     1358     124000
met2                 43     8094     232000
met1                 28    45700     152000
li1                   -    38200          -
## cells in the final DEF (no fill, tap or decap), types with 170 or more instances in the layout
cell / count
edfxtp_1: 4096
a221oi_1: 847
buf_4: 545
a22oi_1: 468
a21oi_1: 425
clkbuf_16: 415
o21ai_0: 320
mux2_2: 277
nand2_1: 231
o22ai_1: 170
No activity file was given, so power comes from the tool's default toggle rates.
